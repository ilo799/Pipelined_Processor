===== config.mk =====
export PLATFORM = sky130hd
export DESIGN_NAME = CarryLookAhead16
export DESIGN_NICKNAME = CarryLookAhead16
export VERILOG_FILES = /design/flow/design.v
export SDC_FILE = /design/flow/constraint.sdc
export NUM_CORES = 4
export LEC_CHECK = 1
export CORE_AREA = 10 10 72 72
export DIE_AREA = 0 0 82 82

===== constraint.sdc =====
current_design CarryLookAhead16

set clk_period 4.9
set clk_io_pct 0.2

create_clock -name clk0 -period $clk_period

set non_clock_inputs [all_inputs -no_clocks]
set_input_delay [expr $clk_period * $clk_io_pct] -clock clk0 $non_clock_inputs
set_output_delay [expr $clk_period * $clk_io_pct] -clock clk0 [all_outputs]

===== design.v =====
module CarryLookAhead16
(
 input C_in, 
 input [15:0] A, B,  
 output [15:0] S,
 output C_out, PG, GG);
 wire P0, P1, P2, P3, G0, G1, G2, G3, C1, C2, C3 ;
 CarryLookAhead4 Add4_1 (.C_in(C_in), .A(A[3:0]), .B(B[3:0]), .S(S[3:0]), .PG(P0), .GG(G0));
 CarryLookAhead4 Add4_2 (.C_in(C1), .A(A[7:4]), .B(B[7:4]), .S(S[7:4]), .PG(P1), .GG(G1));
 CarryLookAhead4 Add4_3 (.C_in(C2), .A(A[11:8]), .B(B[11:8]), .S(S[11:8]), .PG(P2), .GG(G2));
 CarryLookAhead4 Add4_4 (.C_in(C3), .A(A[15:12]), .B(B[15:12]), .S(S[15:12]), .PG(P3), .GG(G3));
 CLA_4 CLA_4_1 (.C0(C_in), .P0(P0), .P1(P1), .P2(P2), .P3(P3),.G0(G0), .G1(G1), .G2(G2), .G3(G3), .C1(C1), .C2(C2), .C3(C3), .C4(C_out), .PG(PG), .GG(GG));
endmodule
module CarryLookAhead4
(
 input C_in, 
 input [3:0] A, B,  
 output [3:0]S,
 output PG, GG);
 wire P0, P1, P2, P3, G0, G1, G2, G3, C1, C2, C3 ;
 FA FA_1 (.A(A[0]), .B(B[0]), .C_in(C_in), .G(G0), .P(P0), .S(S[0]));
 FA FA_2 (.A(A[1]), .B(B[1]), .C_in(C1), .G(G1), .P(P1), .S(S[1]));
 FA FA_3 (.A(A[2]), .B(B[2]), .C_in(C2), .G(G2), .P(P2), .S(S[2]));
 FA FA_4 (.A(A[3]), .B(B[3]), .C_in(C3), .G(G3), .P(P3), .S(S[3]));
 CLA_4 CLA_4_1 (.C0(C_in), .P0(P0), .P1(P1), .P2(P2), .P3(P3),.G0(G0), .G1(G1), .G2(G2), .G3(G3), .C1(C1), .C2(C2), .C3(C3), .C4(C_out), .PG(PG), .GG(GG));
endmodule
`timescale 1ns / 1ps
module CLA_4
(input C0, P0, P1, P2, P3, G0, G1, G2, G3, 
 output C1, C2, C3, C4, PG, GG);
 wire[9:0] t;
and2 and2_1(.A(C0), .B(P0), .F(t[0]));
or2 or2_1(.A(G0), .B(t[0]), .F(C1)); 
and3 and3_1(.A(C0), .B(P0), .C(P1), .F(t[1]));
and2 and2_2(.A(P1), .B(G0), .F(t[2]));
or3 or3_1 (.A(t[1]), .B(t[2]), .C(G1), .F(C2));
and4 and4_1(.A(C0), .B(P0), .C(P1), .D(P2), .F(t[3]));
and3 and3_2(.A(P1), .B(P2), .C(G0), .F(t[4]));
and2 and2_3(.A(P2), .B(G1), .F(t[5]));
or4 or4_1(.A(t[3]), .B(t[4]), .C(t[5]), .D(G2), .F(C3));
and5 and5_1(.A(C0), .B(P0), .C(P1), .D(P2), .E(P3), .F(t[6]));
and4 and4_2(.A(P1), .B(P2), .C(P3), .D(G0), .F(t[7]));
and3 and3_3(.A(P2), .B(P3), .C(G1), .F(t[8]));
and2 and2_4(.A(P3), .B(G2), .F(t[9]));
or5 or5_1(.A(t[6]), .B(t[7]), .C(t[8]), .D(t[9]), .E(G3), .F(C4));
and4 and4_3(.A(P0), .B(P1), .C(P2), .D(P3), .F(PG));
or4 or4_2 (.A(t[7]), .B(t[8]), .C(t[9]), .D(G3), .F(GG));
endmodule
`timescale 1ns / 1ps
module FA
(input A, B, C_in,
 output G, P, S);
 wire t0;
and2 and2_1(.A(A), .B(B), .F(G));
xor2 xor2_2(.A(A), .B(B), .F(t0));
xor2 xor2_3(.A(t0), .B(C_in), .F(S));
assign{P}=t0;
endmodule
`timescale 1ns / 1ps
module and2
  (input A, B, 
   output reg F);
   always @ (A or B)
   begin
      F <= A & B;
   end
endmodule
`timescale 1ns / 1ps
module and3
  (input A, B, C, 
   output F);
wire t0;
and2 and2_1 (.A(A), .B(B), .F(t0));
and2 and2_2 (.A(t0),.B(C), .F(F));
endmodule
`timescale 1ns / 1ps
module and4
  (input A, B, C, D, 
   output F);
wire t0, t1;
and2 and2_1 (.A(A), .B(B), .F(t0));
and2 and2_2 (.A(C),.B(D), .F(t1));
and2 and2_3 (.A(t0), .B(t1), .F(F));
endmodule
`timescale 1ns / 1ps
module and5
  (input A, B, C, D, E, 
   output F);
wire t0;
and4 and2_1 (.A(A), .B(B), .C(C), .D(D), .F(t0));
and2 and2_2 (.A(t0),.B(E), .F(F));
endmodule
`timescale 1ns / 1ps
module or2
  (input A, B, 
   output reg F);
   always @ (A or B)
   begin
      F <= A | B;
   end
endmodule
`timescale 1ns / 1ps
module or3
  (input A, B, C, 
   output F);
wire t0;
or2 or2_1 (.A(A), .B(B), .F(t0));
or2 or2_2 (.A(t0),.B(C), .F(F));
endmodule
`timescale 1ns / 1ps
module or4
  (input A, B, C, D, 
   output F);
wire t0, t1;
or2 or2_1 (.A(A), .B(B), .F(t0));
or2 or2_2 (.A(C),.B(D), .F(t1));
or2 or2_3 (.A(t0), .B(t1), .F(F));
endmodule
`timescale 1ns / 1ps
module or5
  (input A, B, C, D, E, 
   output F);
wire t0;
or4 or2_1 (.A(A), .B(B), .C(C), .D(D), .F(t0));
or2 or2_2 (.A(t0), .B(E), .F(F));
endmodule
`timescale 1ns / 1ps
module xor2
(input A, B, 
 output reg F);
   always @ (A or B)
   begin
       F <= A ^ B;
   end
endmodule

===== run.sh =====
#!/bin/bash
# OpenROAD 26Q1-2900-gdf79404cd8, Yosys 0.63+post, stock flow scripts
make -C /OpenROAD-flow-scripts/flow DESIGN_CONFIG=/design/flow/config.mk WORK_HOME=/design/flow/orfs finish

==> design notes <==
The run gives 0 as the sequential cell count. The number of hold buffers added after CTS was 0. 52 I/O pins were placed.

Counting every instance in the synthesized netlist gives 102. The first global-routing pass estimated 3200 um of wire. Per the layout area report, the register area comes to 0 sq um.

After synthesis, the chip area reported by Yosys is 836 sq um. The count of instances resized after the clock tree is built was 0. Sequential cells were found to cover 0% of the synthesized design area.

Post-route period utilization is reported as 96.4%. With the arrival time at the worst endpoint at 3740 ps, the number of maximum-capacitance constraint violations is 0. The final report lists the setup-violating endpoint count as 0. After synthesis the cells add up to 836 sq um. Counting instances, the worst hold path has a depth of 3.

For the overall via count from detail_route, the log shows 791. Using the TritonRoute via totals, the vias-per-cell ratio works out to 4.25. The transition time at the pin with the least slew margin came out at 311 ps. For this sky-water flow run, the detailed-routed wirelength per cell is reported as 12.1 um. The logs give 22.7% for the starting utilization of the core area and 1360 sq um for the post-route cell area. Entering global routing, the biggest net connects 5 pins. The leakage dissipation came out at 0.584 nW. The required time of the critical path came out at 3920 ps. In this run, the number of DRC markers left after iteration 0 of detailed routing was 16. VDD sags by at most 46.0 uV.

Counting pins that exceed their max-slew limit in the final report gives 0. From left edge to right edge, the die measures 82 um. For this run the aggregate overflow at the end of global routing stands at 0. Post-detailed-placement half-perimeter wirelength: 2030 um.

The highest net fanout along the worst path was 3. Category of the worst setup path launch point: an input port. The run gives 757 for the via count of the first global-routing pass. STA classifies the critical path endpoint as a primary output.

The critical path is of the input port to primary output type. During placement, the flow inserted port buffers numbering 52. The area of the core region is 3690 sq um. The pre-antenna-repair detailed-routing pass consisted of 4 iterations. The logs give 186 for the number of cells in the design after placement and 0 for the number of antenna violations at the first check in global routing. The tools report the achievable clock frequency as 212 MHz.

Per the final timing report, the hold violations number 0. The run gives 22 as the count of cell types in the netlist. Share of layout cells above drive strength 1: 7.97%. The run gives 0 for the DRC violations left. The count of synthesis-stage warnings from yosys is 4. Total length of routed wires: 2260 um. Total global-route track usage over all layers is 5.63%. With the count of standard-cell rows at 22, the power density over cell area is 123 nW/um^2.

Per the detailed placement report, the placed cell area equals 1300 sq um. Minimum clock period after layout: 4720 ps. Worst hold-check path type: input port to primary output. With the die extent in y at 82 um, the number of cells in the finished layout apart from fillers is 186. After synthesis, the design contains 102 cells according to Yosys. Adding up every negative setup slack in the final design gives 0 ps. Clock buffers in the final layout number 0. Routability-driven placement finished with a final weighted congestion of 0.790. Per the post-synthesis stats, the area per cell is 8.19 sq um.

The repair_antennas step left the layout with diodes totalling 0. The run gives 6720 sq um for the total die size. The flow ran to the end, and the final reports show no timing, DRC or antenna violations. Across all checked pins, the minimum headroom to the slew limit is 79.1%. Post-CTS timing repair inserted 0 buffers for setup. The run gives 36 for the tally of OpenROAD warnings.

The detail route stage leaves a number of antenna-violating nets equal to 0. Setup repair after global routing left no endpoint under its margin. In this run the layout overhead on the synthesized area is reported as 63.2%.
-- logic make-up after synthesis --
kind of cell | Yosys count | synth area share [%]
AND/OR/NAND/NOR | 23 | 14.2
AND-OR/OR-AND | 26 | 21.3
XOR/XNOR | 8 | 8.38
adder cells (fa/ha/maj) | 24 | 39.5
buffers and inverters | 21 | 16.6
-- critical path, cell delays in order --
cell and delay, ps:
sky130_fd_sc_hd__clkdlybuf4s50_1 430, sky130_fd_sc_hd__ha_1 330, sky130_fd_sc_hd__and4_4 180, sky130_fd_sc_hd__and3_1 180, sky130_fd_sc_hd__a211oi_2 230, sky130_fd_sc_hd__o21bai_2 120
sky130_fd_sc_hd__ha_1 190, sky130_fd_sc_hd__o21a_1 200, sky130_fd_sc_hd__o21a_1 190, sky130_fd_sc_hd__nor2_2 90, sky130_fd_sc_hd__xnor2_1 120, sky130_fd_sc_hd__clkdlybuf4s50_1 480
-- per-stage QoR --
step                      util, %  total power [mW]  hold WS [ps]  worst slack, ps
final                        37.0             0.168          2740              176
after global routing         37.0             0.187          2800             35.4
after CTS                    35.1             0.164          3080             45.0
after detailed placement     35.1             0.163          3070             57.8
after global placement       35.1             0.163          3060             99.2
after floorplan                 -            0.0992          2160             1010
-- cell usage after synthesis (all sizes together) --
cell type | instances | area [sq um]
a211oi | 1 | 12.5
a21o | 3 | 22.5
a21oi | 7 | 35.0
a221oi | 1 | 15.0
and3 | 1 | 6.26
and4 | 3 | 31.3
buf | 16 | 120
fa | 4 | 80.1
ha | 20 | 250
inv | 5 | 18.8
nand2 | 4 | 15.0
nand2b | 1 | 6.26
nand4 | 1 | 6.26
nor2 | 9 | 33.8
nor3 | 4 | 20.0
o21a | 8 | 60.1
o21ai | 5 | 25.0
o21bai | 1 | 7.51
xnor2 | 5 | 43.8
xor2 | 3 | 26.3
-- power breakdown --
group          switching [mW]  total (mW)  leakage [nW]  internal [mW]
Clock                       0           0             0              0
Combinational          0.0566       0.168         0.584          0.111
Sequential                  0           0             0              0
-- final cells by class --
cell class	count	area (sq um)
Fill cell	362	2320
Multi-Input combinational cell	81	757
Timing Repair Buffer	52	528
Tap cell	48	60.1
Inverter	5	18.8
-- metal layers --
| metal | track usage, % | up-vias | wire [um] |
|---|---|---|---|
| met1 | 7.35 | 348 | 1030 |
| met2 | 9.56 | 26 | 1030 |
| li1 | - | 417 | - |
| met3 | 1.65 | 0 | 193 |
| met5 | 0 | - | 0 |
| met4 | 0 | 0 | 0 |
-- path summary, 6_finish.rpt --
| path | from | endpoint | slack, ps |
|---|---|---|---|
| worst max-delay path | B[0] | S[15] | 180 |
| worst min-delay path | B[4] | S[4] | 2740 |
-- placed cells by master, fill, tap and decap left out --
master / count
sky130_fd_sc_hd__clkdlybuf4s50_1: 49
sky130_fd_sc_hd__ha_1: 16
sky130_fd_sc_hd__o21a_1: 8
sky130_fd_sc_hd__nor2_1: 8
sky130_fd_sc_hd__a21oi_1: 7
sky130_fd_sc_hd__inv_1: 5
sky130_fd_sc_hd__xnor2_1: 5
sky130_fd_sc_hd__nor3_1: 4
sky130_fd_sc_hd__nand2_1: 4
sky130_fd_sc_hd__fa_1: 4
sky130_fd_sc_hd__ha_4: 4
sky130_fd_sc_hd__o21ai_1: 3
sky130_fd_sc_hd__a21o_1: 3
sky130_fd_sc_hd__xor2_1: 3
sky130_fd_sc_hd__dlymetal6s2s_1: 3
sky130_fd_sc_hd__and4_4: 2
sky130_fd_sc_hd__nand4_1: 1
sky130_fd_sc_hd__o21ai_2: 1
sky130_fd_sc_hd__and3_1: 1
sky130_fd_sc_hd__a211oi_2: 1
sky130_fd_sc_hd__o21ai_0: 1
sky130_fd_sc_hd__o21bai_2: 1
sky130_fd_sc_hd__and4_1: 1
sky130_fd_sc_hd__nand2b_1: 1
sky130_fd_sc_hd__a221oi_2: 1
sky130_fd_sc_hd__nor2_2: 1
Power figures rest on the tool's default switching activity, not on a simulated workload.
