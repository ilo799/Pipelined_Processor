$ cat /design/flow/run.sh
#!/bin/bash
# OpenROAD 26Q1-2900-gdf79404cd8, Yosys 0.63+post, stock flow scripts
make -C /OpenROAD-flow-scripts/flow DESIGN_CONFIG=/design/flow/config.mk WORK_HOME=/design/flow/orfs finish
$ cat /design/flow/config.mk
export PLATFORM = sky130hd
export DESIGN_NAME = ALU
export DESIGN_NICKNAME = ALU
export VERILOG_FILES = /design/flow/design.v
export SDC_FILE = /design/flow/constraint.sdc
export NUM_CORES = 4
export LEC_CHECK = 1
export CORE_UTILIZATION = 50
$ cat /design/flow/constraint.sdc
current_design ALU

set clk_period 17.7
set clk_io_pct 0.2

create_clock -name clk0 -period $clk_period

set non_clock_inputs [all_inputs -no_clocks]
set_input_delay [expr $clk_period * $clk_io_pct] -clock clk0 $non_clock_inputs
set_output_delay [expr $clk_period * $clk_io_pct] -clock clk0 [all_outputs]
$ cat /design/flow/design.v
`timescale 1ns / 1ps
module CLA4bit(inA, inB, sum, carryIn, carryOut, pg, gg);
    input [0:3] inA;
    input [0:3] inB;
    input carryIn;
    output [0:3] sum;
    output carryOut;
    output pg;
    output gg;
    wire [0:3] g;
    wire [0:3] p;
    wire [0:3] c;
    assign g = inA & inB;
    assign p = inA ^ inB;
    assign c[3] = carryIn;
    assign c[2] = g[3] | (p[3] & c[3]);
    assign c[1] = g[2] | (p[2] & g[3]) | (p[2] & p[3] & c[3]);
    assign c[0] = g[1] | (p[1] & g[2]) | (p[1] & p[2] & g[3]) | (p[1] & p[2] & p[3] & c[3]);
    assign carryOut = g[0] | (p[0] & g[1]) | (p[0] & p[1] & g[2]) | (p[0] & p[1] & p[2] & g[3]) | (p[0] & p[1] & p[2] & p[3] & c[3]);
    assign sum = p ^ c;
    assign pg = p[0] & p[1] & p[2] & p[3];
    assign gg = g[0] | (p[0] & g[1]) | (p[0] & p[1] & g[2]) | (p[0] & p[1] & p[2] & g[3]);
endmodule
module LCU16bit(inA, inB, sum, c0, pg, gg, c16);
    input [0:15] inA, inB;
    output [0:15] sum;
    output pg, gg, c16;
    input c0;
    wire p0, g0, p4, g4, c4, p8, g8, c8, p12, g12, c12;
    wire junk0, junk1, junk2, junk3;
    assign c4 = g0 | (p0 & c0);
    assign c8 = g4 | (g0 & p4) | (c0 & p0 & p4);
    assign c12 = g8 | (g4 & p8) | (g0 & p4 & p8) | (c0 & p0 & p4 & p8);
    assign c16 = g12 | (g8 & p12) | (g4 & p8 & p12) | (g0 & p4 & p8 & p12) | (c0 & p0 & p4 & p8 & p12);
    CLA4bit CLA4bit1(inA[12:15], inB[12:15], sum[12:15], c0, junk0, p0, g0);
    CLA4bit CLA4bit2(inA[8:11], inB[8:11], sum[8:11], c4, junk1, p4, g4);
    CLA4bit CLA4bit3(inA[4:7], inB[4:7], sum[4:7], c8, junk2, p8, g8);
    CLA4bit CLA4bit4(inA[0:3], inB[0:3], sum[0:3], c12, junk3, p12, g12);
    assign pg = p0 & p4 & p8 & p12;
    assign gg = c16;
endmodule
module LCU32bit(inA, inB, sum, c0, pg, gg, c32);
    input [0:31] inA, inB;
    output [0:31] sum;
    input c0;
    output pg, gg, c32;
    wire p0, g0, p16, g16;
    wire junk0, junk1;
    assign c16 = g0 | (p0 & c0);
    assign c32 = g16 | (g0 & p16) | (c0 & p0 & g16);
    LCU16bit LCU16bit1(inA[16:31], inB[16:31], sum[16:31], c0, p0, g0, junk0);
    LCU16bit LCU16bit2(inA[0:15], inB[0:15], sum[0:15], c16, p16, g16, junk1);
    assign pg = p0 & p16;
    assign gg = c32;
endmodule
module ALU(R, A, B, ALUOp, ALUCruft);
  input [0:31] A, B;
  input [0:2] ALUOp;
  input [0:1] ALUCruft;
  output [0:31] R;
  wire [0:31] shift_result, add_result, and_result, or_result, xor_result, seq_result, slt_result, sgt_result, bottom_results, top_results;
  wire [0:31] not_b, adder_a, adder_b;
  wire should_sub, add_ored;
  assign should_sub = ALUCruft[0] | (ALUOp[0] & (ALUOp[1] | ALUOp[2]));
  assign adder_cin = should_sub;
  NOT_n #(32) not_b_gate(not_b, B);
  MUX2_n #(32) adder_b_mux(adder_b, B, not_b, should_sub);
  AND2_n #(32) and_gate(and_result, A, B);
  OR2_n #(32)  or_gate(or_result, A, B);
  XOR2_n #(32) xor_gate(xor_result, A, B);
  LCU32bit adder(.inA(A), .inB(adder_b), .sum(add_result), .c0(adder_cin));
  Shifter shifter(shift_result, A, B[27:31], ALUCruft[0], ALUCruft[1]);
  assign seq_result[0:30] = 0;
  assign add_ored = |add_result;
  assign seq_result[31] = add_ored ^ ALUCruft[0];
  assign slt_result[0:30] = 0;
  assign slt_result[31] = add_result[0] ~^ ALUCruft[0];
  assign sgt_result[0:30] = 0;
  assign sgt_result[31] = add_result[0] ^ ALUCruft[0];
  MUX4_n #(32) bottom_mux(
    .F(bottom_results),
    .A(shift_result),
    .B(and_result),
    .C(or_result),
    .D(xor_result),
    .Sel(ALUOp[1:2])
  );
  MUX4_n #(32) top_mux(
    .F(top_results),
    .A(add_result),
    .B(seq_result),
    .C(slt_result),
    .D(sgt_result),
    .Sel(ALUOp[1:2])
  );
  MUX2_n #(32) r_mux(R, bottom_results, top_results, ALUOp[0]);
endmodule
module Shifter (F,A,Shift,Direction,Type);
  input [31: 0] A;
  input  [4:0] Shift;
  input Direction; 
  input Type;
  output [31: 0] F;
  wire Wires[127:0];
  wire MSB;
  wire [4:0] Shamt;
  wire Dir; 
  MUX2_n #(1) MUX0(MSB, 1'b0,  A[31], Type);
  NOT_n #(5) NOT_5(Shamt, Shift);
  not(Dir, Direction);  
  genvar l, i;
  generate
  for (l = 0; l < 5; l=l+1) 
  begin : Level_l
    for (i=0; i<32; i=i+1)
    begin : Bit_i
      if (l == 0) begin 
        if (i == 0) begin 
          MUX3_n #(1) MUX1(Wires[i],  A[i+1], 1'b0, A[i], {Shamt[l], Dir});
        end
        else if (i == 31) begin 
          MUX3_n #(1) MUX2(Wires[i], MSB, A[i-1], A[i], {Shamt[l], Dir});
        end
        else begin 
          MUX3_n #(1) MUX3(Wires[i], A[i+1], A[i-1], A[i], {Shamt[l], Dir});
        end
    end
      else if (l == 4) begin
        if (i < 2**l) begin 
          MUX3_n #(1) MUX4(F[i], Wires[(l-1)*32+i+2**l], 1'b0, Wires[(l-1)*32+i], {Shamt[l], Dir});
        end
        else if (i >= 32-2**l) begin 
          MUX3_n #(1) MUX5(F[i], MSB, Wires[(l-1)*32+i-2**l], Wires[(l-1)*32+i], {Shamt[l], Dir});
        end
        else begin 
          MUX3_n #(1) MUX6(F[i], Wires[(l-1)*32+i+2**l], Wires[(l-1)*32+i-2**l], Wires[(l-1)*32+i], {Shamt[l], Dir});
        end
      end
      else begin
        if (i < 2**l) begin 
          MUX3_n #(1) MUX7(Wires[l*32+i],  Wires[(l-1)*32+i+2**l], 1'b0, Wires[(l-1)*32+i], {Shamt[l], Dir});
        end
        else if (i >= 32 - 2**l) begin 
          MUX3_n #(1) MUX8(Wires[l*32+i], MSB, Wires[(l-1)*32+i-2**l], Wires[(l-1)*32+i], {Shamt[l], Dir});
        end
        else begin 
          MUX3_n #(1) MUX9(Wires[l*32+i],  Wires[(l-1)*32+i+2**l], Wires[(l-1)*32+i-2**l], Wires[(l-1)*32+i], {Shamt[l], Dir});
        end
      end
    end
  end
  endgenerate
endmodule  
module AND2_n #(parameter  n=32) (F, A, B);
  input [0 : n-1] A, B; 
  output[0 : n-1] F;
  genvar i;
  generate
    for(i = 0; i < n; i = i+1)
    begin : and_gate
      and (F[i], A[i],  B[i]);
    end
  endgenerate
endmodule
module MUX2_n #(parameter  n=32) (F,A,B, Sel);
  input [0 : n-1] A, B;
  input  Sel;
  output [0 : n-1] F;
  wire [0 : n-1] Wire1, Wire2;
  wire Not_Sel;
  not (Not_Sel, Sel);
  AND2_n #(n) AND0(Wire1, A, {n{Not_Sel}});
  AND2_n #(n) AND1(Wire2, B, {n{Sel}});
  OR2_n #(n)  OR2_32(F, Wire1, Wire2);
endmodule  
module MUX3_n #(parameter  n=32) (F,A,B,C,Sel);
  input [0 : n-1] A, B, C;
  input [0:1] Sel;
  output [0 : n-1] F;
  wire [0 : n-1] Wire1;
  MUX2_n #(n) MUX2_32_1(Wire1, A, B, Sel[1]);
  MUX2_n #(n) MUX2_32_2(F, Wire1, C, Sel[0]);
endmodule  
module MUX4_n #(parameter  n=32) (F,A,B,C,D,Sel);
  input [0 : n-1] A, B, C, D;
  input [0:1] Sel;
  output [0 : n-1] F;
  wire [0 : n-1] ab, cd;
  MUX2_n #(n) ab_mux (ab, A, B, Sel[1]);
  MUX2_n #(n) bc_mux (cd, C, D, Sel[1]);
  MUX2_n #(n) f_mux  (F, ab, cd, Sel[0]);
endmodule
module NOT_n #(parameter  n=32) (F, A);
  input [0 : n-1] A; 
  output[0 : n-1] F;
  genvar i;
  generate
    for(i = 0; i < n; i = i+1)
    begin : not_gate
      not (F[i], A[i]);
    end
  endgenerate
endmodule
module OR2_n #(parameter  n=32) (F, A, B);
  input [0 : n-1] A, B; 
  output[0 : n-1] F;
  genvar i;
  generate
    for(i = 0; i < n; i = i+1)
    begin : or_gate
      or (F[i], A[i],  B[i]);
    end
  endgenerate
endmodule
module XOR2_n #(parameter  n=32) (F, A, B);
  input [0 : n-1] A, B; 
  output[0 : n-1] F;
  genvar i;
  generate
    for(i = 0; i < n; i = i+1)
    begin : or_gate
      xor (F[i], A[i],  B[i]);
    end
  endgenerate
endmodule
==> reports/summary.json <==
{
  "synth": {
    "ys_chip_area_mm2": 0.007521,
    "synth-cells-yosys": 1049,
    "synthCells": 1049,
    "synth.distinct_cells": 70,
    "ys.warnings.count": 3,
    "synth_area_mm2": 0.007521,
    "synth.avg_cell_area_um2": 7.170,
    "synth.yosys.seq_area_share": 0
  },
  "hold_path": {
    "holdPathEnd": "R[15]",
    "hold_start": "ALUOp[1]",
    "hold_path_depth": 4,
    "worst_hold_path_type": "input pin to output port"
  },
  "route": {
    "route.detailed.wl_per_inst_um": 23.75,
    "drt_iter0_markers": 899,
    "firstDrtPassIters": 6,
    "detail_route.vias_per_cell": 6.611,
    "drt_drc_violations_left": 0,
    "routed_wl_um": 30250,
    "vias": 8423,
    "detail-route-antenna-nets": 0,
    "route.antenna.diode_count": 0
  },
  "status": {
    "status": "finished clean"
  },
  "timing": {
    "period_needed_ns": 14.07,
    "timing_max_transition_violations_final": 0,
    "final.setup.tns_ns": 0,
    "report.final.hold_viol_count": 0,
    "timing.final.setup_violations": 0,
    "actual_slew_at_the_worst_max_slew_pin_ns": 0.9080,
    "final_period_utilization": 0.7948,
    "timing.fmax_mhz": 71.09,
    "grt_setup_unrepaired": "false",
    "max-slew-margin-rel": 0.3883
  },
  "cells_and_area": {
    "final_cell_count_no_fill": 1274,
    "syn_to_final_growth_pct": 13.49,
    "post_route_cells_drive_above_1_share": 0.07064,
    "final.clkbuf_count": 0,
    "seq_cells": 0,
    "fillCellCount": 1441,
    "final_layout_top_logic_cell": "sky130_fd_sc_hd__nor2_1",
    "layout_top_cells_excl_fill_tap": "sky130_fd_sc_hd__nor2_1, sky130_fd_sc_hd__clkdlybuf4s50_1, sky130_fd_sc_hd__ha_1",
    "flop_area_um2": 0
  },
  "grt": {
    "grt_start_max_net_pins": 60,
    "grt_usage": 0.3915,
    "grt_overflow_total": 0,
    "grt_antenna_before_repair": 0,
    "grt_pass1_wl_um": 46110,
    "vias_in_the_first_global_route": 7679
  },
  "setup_path": {
    "worst-endpoint-arrival_ns": 10.53,
    "critPathBufInv": 4,
    "worst-endpoint-required_ns": 14.16,
    "critical_path.slowest_cell": "sky130_fd_sc_hd__clkdlybuf4s50_1",
    "timing.critical_path.slowest_cell_delay_ns": 0.53,
    "setup.worst_path.class": "input pin to output port",
    "start_kind": "input pin",
    "critical_path.max_fanout": 32,
    "endpoint_kind": "output port",
    "timing.critical_path.max_delay_family": "simple AND/OR/NAND/NOR gates"
  },
  "die": {
    "die_height_um": 124.6,
    "rows": 44,
    "io_pins": 101,
    "core_mm2": 0.01459,
    "chip_area_mm2": 0.01554,
    "core_util_floorplan": 0.5155,
    "die_x_um": 124.6
  },
  "placement": {
    "gp_congestion": 1.060,
    "post-dp-hpwl_um": 23460,
    "placed_cell_count": 1274,
    "port_buffers": 101
  },
  "flow_run": {
    "maxCapViolations": 0,
    "log.warning_count": 65
  },
  "clock_tree": {
    "cts_setup_buffers": 0,
    "cts-resized-gates": 0,
    "holdBufCountCts": 0
  },
  "power": {
    "leakage_uw": 0.003671,
    "p_per_area_mw_per_mm2": 38.83,
    "irDropWorstVdd_mv": 0.01801
  }
}
where the power goes:
group	internal (uW)	switching [uW]
clock	0	0
sequential	0	0
combinational	139	192
cell usage after synthesis, types with 7 or more instances:
master | number | share of area
sky130_fd_sc_hd__mux2_2 | 19 | 0.028
sky130_fd_sc_hd__nor2_1 | 101 | 0.050
sky130_fd_sc_hd__a21o_1 | 16 | 0.016
sky130_fd_sc_hd__nand4_1 | 7 | 0.0058
sky130_fd_sc_hd__ha_1 | 95 | 0.16
sky130_fd_sc_hd__inv_1 | 75 | 0.037
sky130_fd_sc_hd__nor3_1 | 12 | 0.0080
sky130_fd_sc_hd__nand2b_1 | 12 | 0.010
sky130_fd_sc_hd__a221oi_1 | 9 | 0.010
sky130_fd_sc_hd__nand3_1 | 15 | 0.010
sky130_fd_sc_hd__o21ai_1 | 15 | 0.010
sky130_fd_sc_hd__a31oi_1 | 14 | 0.012
sky130_fd_sc_hd__buf_1 | 14 | 0.0070
sky130_fd_sc_hd__and2_1 | 7 | 0.0058
sky130_fd_sc_hd__mux4_2 | 21 | 0.063
sky130_fd_sc_hd__nand2_1 | 72 | 0.036
sky130_fd_sc_hd__buf_2 | 18 | 0.012
sky130_fd_sc_hd__o21ai_0 | 67 | 0.045
sky130_fd_sc_hd__fa_1 | 7 | 0.019
sky130_fd_sc_hd__xnor2_1 | 47 | 0.055
sky130_fd_sc_hd__a21oi_1 | 81 | 0.054
sky130_fd_sc_hd__a211oi_1 | 32 | 0.032
sky130_fd_sc_hd__a211o_1 | 11 | 0.013
sky130_fd_sc_hd__clkbuf_1 | 39 | 0.019
sky130_fd_sc_hd__o221ai_1 | 11 | 0.013
sky130_fd_sc_hd__o22ai_1 | 17 | 0.014
sky130_fd_sc_hd__xor2_1 | 9 | 0.010
sky130_fd_sc_hd__o31ai_1 | 9 | 0.0090
sky130_fd_sc_hd__o211ai_1 | 20 | 0.020
sky130_fd_sc_hd__mux2i_1 | 85 | 0.11
logic make-up (layout without fill, tap and decap cells):
group	after synthesis	count (layout)	synth area share
adder cells (fa/ha/maj)	102	102	0.1767
multiplexers	129	129	0.2104
XOR/XNOR	56	56	0.06521
AND-OR/OR-AND	354	354	0.3111
AND/OR/NAND/NOR	251	251	0.1507
buffers and inverters	157	198	0.08584
worst max-delay path by stage:
stage	from	to	slack (ns)	cells past startpoint
5_1_grt	ALUOp[2]	R[31]	3.01	25
4_1_cts	ALUOp[2]	R[31]	3.71	26
6_report	ALUOp[2]	R[31]	3.63	26
cell type report:
type | instances | area [um^2] | area share
multi-input combinational | 892 | 6883 | 0.8064
inverter | 79 | 296.5 | 0.03474
timing repair buffer | 119 | 1126 | 0.1319
tap | 184 | 230.2 | 0.02697
metal layers:
| metal | vias to the layer above | wire length, um | GRT usage |
|---|---|---|---|
| met5 | - | 0 | 0 |
| met4 | 0 | 922 | 0.1184 |
| met3 | 55 | 2657 | 0.06042 |
| met2 | 428 | 13050 | 0.5778 |
| met1 | 3950 | 13620 | 0.5884 |
| li1 | 3990 | - | - |
through the flow:
| step | hold WS (ns) | setup WS, ns | cell area [um^2] | total power [uW] | util |
|---|---|---|---|---|---|
| floorplan | 7.232 | 5.214 | 7521 | 210.6 | - |
| global placement | 8.080 | 3.897 | 8536 | 324.4 | 0.5851 |
| detailed placement | 8.074 | 3.750 | 8536 | 322.6 | 0.5851 |
| CTS | 8.088 | 3.708 | 8536 | 324.6 | 0.5851 |
| global route | 8.137 | 3.006 | 8536 | 356.3 | 0.5851 |
| finish | 8.111 | 3.633 | 8536 | 331.4 | 0.5851 |
Power and IR drop assume default switching activity.
